$ cat /design/flow/config.mk
export PLATFORM = sky130hd
export DESIGN_NAME = OnesCounter
export DESIGN_NICKNAME = OnesCounter
export VERILOG_FILES = /design/flow/design.v
export SDC_FILE = /design/flow/constraint.sdc
export NUM_CORES = 4
export LEC_CHECK = 1
export CORE_UTILIZATION = 50
$ cat /design/flow/constraint.sdc
current_design OnesCounter

set clk_period 10.3
set clk_io_pct 0.2

create_clock -name clk0 -period $clk_period

set non_clock_inputs [all_inputs -no_clocks]
set_input_delay [expr $clk_period * $clk_io_pct] -clock clk0 $non_clock_inputs
set_output_delay [expr $clk_period * $clk_io_pct] -clock clk0 [all_outputs]
$ cat /design/flow/design.v
`timescale 1ns/1ns
module OnesCounter #(parameter levels = 6) (input [0 : 2 ** (levels + 1) - 2] in, output [levels : 0] out);
	wire c[1:2**levels];
	wire [levels-1:0] w[1:2**levels];
	assign out = {c[1], w[1]};
	genvar i, j;
	generate
		for(i = 0; i < levels; i = i + 1) begin
			for(j = 2 ** i; j < 2 ** (i + 1); j = j + 1) begin
				if(i < levels - 1)
					RCA_behavioural #(levels - i) XX({c[2 * j], w[2 * j][levels - i - 2 : 0]}, {c[2 * j + 1], 
						w[2 * j + 1][levels - i - 2 : 0]}, in[j - 1], w[j][levels - i - 1 : 0], c[j]);
				else
					RCA_behavioural #(levels - i) XX(in[2 * j - 1], in[2 * j + 1 - 1], in[j - 1], 
						w[j][levels - i - 1 : 0], c[j]);
			end
		end
	endgenerate
endmodule
`timescale 1ns/1ns
module RCA_behavioural #(parameter n = 8) 
	(input [n-1:0] A,B,input cin,output [n-1:0] s, output co);
	assign #(46*n) {co,s} = A + B + cin;
endmodule
$ cat /design/flow/run.sh
#!/bin/bash
# OpenROAD 26Q1-2900-gdf79404cd8, Yosys 0.63+post, stock flow scripts
make -C /OpenROAD-flow-scripts/flow DESIGN_CONFIG=/design/flow/config.mk WORK_HOME=/design/flow/orfs finish
==> job_summary.md <==
### Yosys + OpenROAD results

| Metric | Value |
|---|---|
| Hold_ws | 4.981 ns |
| Share of post-route cells with drive strength above 1 | 17.20% |
| Diode count | 0 |
| First-pass DRT Iterations | 2 |
| Worst path cell trace | clkdlybuf4s15_1 > fa_1 > inv_1 > fa_1 > fa_1 > inv_2 > fa_1 > inv_2 > fa_1 > fa_1 > fa_1 > fa_1 > fa_1 > fa_1 > inv_2 > fa_2 > fa_2 > buf_6 > a211oi_2 > o21bai_1 > a21oi_2 > xnor2_1 > buf_2 |
| Worst Setup EP | out[6] |
| FFs & Latches | 0 |
| Most Frequent Cell on Critical Path | fa_1 |
| Routability Congestion | 0.7725 |
| Status | finished with violations |
| Die Area | 0.007012 sq mm |
| Io pins | 134 |
| Register area | 0 sq um |
| WP data required | 8.24 ns |
| Via-to-Cell Ratio | 4.345 |
| RSZ-0062 raised after global routing | yes |
| # clk buffers | 0 |
| Synth cell types | 13 |
| Final Hold Viols | 0 |
| DIE HEIGHT | 83.74 microns |
| Starting DRT DRC Count | 11 |
| Synth Cell Area | 0.003341 sq mm |
| CP bufs+invs | 7 |
| Slew Limit Fails | 0 |
| Largest net degree at the start of global routing | 6 |
| Setup TNS Final | -2.705 ns |
| # Cells Yosys | 319 |
| Final HPWL DP | 5468 microns |
| OpenROAD warnings | 36 |
| Fmax | 91.81 MHz |
| Rel. slew slack | 84.55% |
| Total GRT Usage | 19.44% |
| Wirelength, routed | 5359 microns |
| Worst setup startpoint | in[39] |
| Final worst-path cycle share | 105.7% |
| Placement Rows | 29 |
| Slowest CP cell | fa_1 |
| Initial antenna violation count | 0 |
| Antenna viol nets, final | 0 |
| Tmin final | 10.89 ns |
| Max-cap viol count | 0 |
| Core Footprint | 0.006386 sq mm |
| Die Span X | 83.74 microns |
| Worst Max-Slew Pin Slew | 0.2318 ns |
| Top delay family on crit path | adder cells |
| Dominant cell area share | 68.31% |
| Post-synthesis cell count | 319 |
| Post-synthesis average cell area | 10.47 sq um |
| Max incr delay on CP | 0.55 ns |
| Final Cell Area | 0.004751 sq mm |
| Synth-to-layout area growth | 42.21% |
| CP Capture Type | output pin |
| Post-synth seq share | 0% |
| WS Path Type | in2out |
| Hold-fix buffers, CTS | 0 |
| First-pass GRT wire length | 10,370 microns |
| Placed cell areas | 0.004832 sq mm |
| # DRC | 0 |
| Post-Route Utilization | 74.39% |
| Setup WS post-layout | -0.5917 ns |
| Failing checks | negative setup slack |
| Top cells by area | fa_1 (68%), inv_1 (18%), ha_1 (9.0%) |
| Total global routing overflow | 0 |
| Fp_density | 52.31% |
| Worst Path Max Fanout | 2 |
| Final setup fails | 6 |
| Via count | 2,355 |
| Critical Path AT | 8.83 ns |
| Buffers added on ports | 134 |
| HP Class | in2out |
| Vias in the first global route | 2,632 |
| Yosys stat area | 0.003341 sq mm |
| WP depth | 23 |
| Startpoint types | input pin |
| Routed length per instance | 9.887 microns |
| Synth warn | 1 |
| Cell taking the most area after synthesis | fa_1 |
-- cells in the final DEF, fill, tap and decap left out, drive strengths merged --
| cell | netlist | layout |
|---|---|---|
| o21ai | 2 | 2 |
| o21bai | 2 | 2 |
| clkdlybuf4s50 | 0 | 64 |
| ha | 24 | 24 |
| clkbuf | 0 | 11 |
| dlygate4sd2 | 0 | 23 |
| inv | 162 | 162 |
| a211oi | 2 | 2 |
| fa | 114 | 114 |
| xnor2 | 4 | 4 |
| a21o | 2 | 2 |
| clkdlybuf4s15 | 0 | 16 |
| xor2 | 2 | 2 |
| buf | 1 | 33 |
| a21oi | 4 | 4 |
-- what timing repair did --
item	CTS	global route
gates resized	147	48
endpoints found under the setup margin	7	7
pin swaps	77	54
setup buffers	6	1
gates cloned	0	0
-- worst min path at each step --
stage / slack (ns) / start / cells past startpoint / end
final: 4.98 / in[122] / 3 / out[0]
after global routing: 5.01 / in[122] / 3 / out[0]
after CTS: 5.00 / in[122] / 3 / out[0]
-- cells in the mapped netlist --
library cell / instances
a211oi_2: 2
a21o_1: 1
a21o_2: 1
a21oi_1: 3
a21oi_2: 1
buf_4: 1
fa_1: 114
ha_1: 24
inv_1: 162
o21ai_0: 2
o21bai_1: 2
xnor2_1: 4
xor2_1: 2
-- layout make-up --
class | instances | area, sq um
multi-input combinational | 156 | 2748
fill | 476 | 1635
timing repair buffer | 147 | 1299
inverter | 162 | 608.1
tap | 77 | 96.34
-- layer usage --
layer | wire, microns | global-route usage (%)
met5 | 0 | 0
met4 | 0 | 0
met3 | 543 | 6.225
met2 | 2644 | 30.30
met1 | 2171 | 32.38
-- cells by family (layout without fill, tap and decap cells) --
logic type      Yosys count  count (layout)  synth area share, %
xor+xnor                  6               6                1.573
fa+ha+maj               138             138                77.30
compound gates           12              12                2.696
buf+inv                 163             309                18.43
-- metrics by stage --
step,setup WS [ns],instances
6_report,-0.5917,542
5_1_grt,-0.8234,542
4_1_cts,-0.7734,541
3_5_place_dp,-1.249,536
3_3_place_gp,-1.206,536
2_1_floorplan,-0.2439,319
